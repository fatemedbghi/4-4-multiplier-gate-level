===== flow/design.v =====
`timescale 1ns/1ns
module controller(input start, clk, enable, output rst, ld, s0, s1, s2);
    wire A, B, C;
    wire _A, _B, _C;
    wire and_A_1, and_A_2, and_B_1, and_B_2, and_C_1, and_C_2, and_C_3;
    wire and_s0_1, and_s0_2, and_s1_1, and_s1_2, and_s2_1, and_s2_2;
    wire and_ld_1, and_ld_2, and_ld_3, or_ld;
    and GA1(and_A_1, A, ~B);
    and GA2(and_A_2, ~A, B, C);
    or GA3(_A, and_A_1, and_A_2);
    D_flip_flop D_A(_A, clk, enable, A);
    and GB1(and_B_1, ~B, C);
    and GB2(and_B_2, ~A, B, ~C);
    or GB(_B, and_B_1, and_B_2);
    D_flip_flop D_B(_B, clk, enable, B);
    and GC1(and_C_1, ~A, ~C, start);
    and GC2(and_C_2, ~A, B, ~C);
    and GC3(and_C_3, A, ~B, ~C);
    or GC4(_C, and_C_1, and_C_2, and_C_3);
    D_flip_flop D_C(_C, clk, enable, C);
    and G_ld_1(and_ld_1, ~A, B);
    and G_ld_2(and_ld_2, B, ~C);
    and G_ld_3(and_ld_3, A, ~B);
    or G_ld_4(ld, and_ld_1, and_ld_2, and_ld_3);
    and G_rst(rst, ~A, ~B, C);
    and G_s0_1(and_s0_1, ~A, B, C);
    and G_s0_2(and_s0_2, A, ~B, C);
    or G_s0_3(s0, and_s0_1, and_s0_2);
    and G_s1_1(and_s1_1, A, ~B, ~C);
    and G_s1_2(and_s1_2, ~A, B, C);
    or G_s1_3(s1, and_s1_1, and_s1_2);
    and G_s2_1(and_s2_1, ~A, B, C);
    and G_s2_2(and_s2_2, A, ~B, C);
    or G_s2_3(s2, and_s2_1, and_s2_2);
endmodule 
`timescale 1ns/1ns
module D_flip_flop(input D, clk, rst, output reg Q);
    always @(posedge clk, posedge rst) begin
        if(rst) Q <= 1'b0;
        else Q <= D; 
    end 
endmodule
`timescale 1ns/1ns
module multiplier_4(input[3:0]a, input[3:0]b, input clk, enable, start, output [7:0]result);
    wire rst, ld, s0, s1, s2;
    datapath data_path(a, b, rst, clk, ld, s0, s1, s2, result);
    controller control(start, clk, enable, rst, ld, s0, s1, s2);
endmodule
`timescale 1ns/1ns
module adder_1(input a,b,ci, output s,co);
  wire i,j,k;
  xor xor1(i,a,b);
  xor xor2(s,i,ci);
  and and1(j,a,b);
  and and2(k,i,ci);
  or or1(co,j,k);
endmodule
`timescale 1ns/1ns
module adder(input [7:0]a, input [7:0]b, output [7:0]s);
  supply0 Gnd;
  wire [7:0]co;
  adder_1 add1(a[0],b[0],Gnd,s[0],co[0]);
  adder_1 add2(a[1],b[1],co[0],s[1],co[1]);
  adder_1 add3(a[2],b[2],co[1],s[2],co[2]);
  adder_1 add4(a[3],b[3],co[2],s[3],co[3]);
  adder_1 add5(a[4],b[4],co[3],s[4],co[4]);
  adder_1 add6(a[5],b[5],co[4],s[5],co[5]);
  adder_1 add7(a[6],b[6],co[5],s[6],co[6]);
  adder_1 add8(a[7],b[7],co[6],s[7],co[7]);
endmodule
`timescale 1ns/1ns
module datapath(input[3:0]a, input[3:0]b, input rst, clk, ld, s0, s1, s2, output [7:0]c);
  wire [3:0] a1, b1, m_out;
  wire [1:0] m_in1, m_in2;
  wire [7:0] sign_out, shift_out, mux_out, add_out;
  register_4 reg4_1(a, clk, rst, ld, a1);
  two_mux mux1(a1[3:2], a1[1:0], s0, m_in1);
  register_4 reg4_2(b, clk, rst, ld, b1);
  two_mux mux2(b1[3:2], b1[1:0], s1, m_in2);
  two_mult mult(m_in1, m_in2, m_out);
  zero_extend ext(m_out, sign_out);
  shift_left_8 shl(c, shift_out);
  two_mux_8 mux3(c, shift_out, s2, mux_out);
  adder add(sign_out, mux_out, add_out);
  register_8 reg8(add_out, clk, rst, ld, c);
endmodule
`timescale 1ns/1ns
module register_1(input a, input clk,rst,ld, output reg b);
  always@(posedge clk , posedge rst) begin
    if (rst) b = 1'b0;
    else if (ld) b <= a;
  end
endmodule
`timescale 1ns/1ns
module register_4(input[3:0]a, input clk,rst,ld, output [3:0]b);
  register_1 reg1(a[3],clk,rst,ld,b[3]);
  register_1 reg2(a[2],clk,rst,ld,b[2]);
  register_1 reg3(a[1],clk,rst,ld,b[1]);
  register_1 reg4(a[0],clk,rst,ld,b[0]);
endmodule
`timescale 1ns/1ns
module register_8(input[7:0]a, input clk,rst,ld, output [7:0]b);
  register_1 reg1(a[7],clk,rst,ld,b[7]);
  register_1 reg2(a[6],clk,rst,ld,b[6]);
  register_1 reg3(a[5],clk,rst,ld,b[5]);
  register_1 reg4(a[4],clk,rst,ld,b[4]);
  register_1 reg5(a[3],clk,rst,ld,b[3]);
  register_1 reg6(a[2],clk,rst,ld,b[2]);
  register_1 reg7(a[1],clk,rst,ld,b[1]);
  register_1 reg8(a[0],clk,rst,ld,b[0]);
endmodule
`timescale 1ns/1ns
module shift_left_8(input [7:0]a, output [7:0]b);
  supply1 Vdd;
  supply0 Gnd;
  or or1(b[7],Gnd,a[5]);
  or or2(b[6],Gnd,a[4]);
  or or3(b[5],Gnd,a[3]);
  or or4(b[4],Gnd,a[2]);
  or or5(b[3],Gnd,a[1]);
  or or6(b[2],Gnd,a[0]);
  not not1(b[1],Vdd);
  not not2(b[0],Vdd);
endmodule
`timescale 1ns/1ns
module zero_extend(input [3:0]a, output [7:0]b);
  supply1 Vdd;
  supply0 Gnd;
  not not1(b[7],Vdd);
  not not2(b[6],Vdd);
  not not3(b[5],Vdd);
  not not4(b[4],Vdd);
  or or1(b[3],Gnd,a[3]);
  or or2(b[2],Gnd,a[2]);
  or or3(b[1],Gnd,a[1]);
  or or4(b[0],Gnd,a[0]);
endmodule
`timescale 1ns/1ns
module two_mux(input [1:0]a, input [1:0]b, input s, output [1:0]c);
  wire snot,i,j,k,l;
  not not1(snot,s);
  and and1(i,snot,b[0]);
  and and2(j,snot,b[1]);
  and and3(k,s,a[0]);
  and and4(l,s,a[1]);
  or or1(c[0],i,k);
  or or2(c[1],j,l);
endmodule
`timescale 1ns/1ns
module two_mux_8(input [7:0]a, input [7:0]b, input s, output [7:0]c);
  two_mux mux1(a[1:0], b[1:0], s, c[1:0]);
  two_mux mux2(a[3:2], b[3:2], s, c[3:2]);
  two_mux mux3(a[5:4], b[5:4], s, c[5:4]);
  two_mux mux4(a[7:6], b[7:6], s, c[7:6]);
endmodule
`timescale 1ns/1ns
module two_mult(input [1:0]a ,input [1:0]b , output [3:0]c);
  wire a0,a1,b0,b1,i,j,k,l,m,n;
  and and1(c[0],a[0],b[0]);
  not inv1(a0, a[0]);
  not inv2(a1, a[1]);
  not inv3(b0, b[0]);
  not inv4(b1, b[1]);
  and and2(i, a[1],b1,b[0]);
  and and3(j, a1,a[0],b[1]);
  and and4(k, a[0],b[1],b0);
  and and5(l, a[1],a0,b[0]);
  or or1(c[1],i,j,k,l);
  and and6(m,a[1],a0,b[1]);
  and and7(n,a[1],b[1],b0);
  or or2(c[2],m,n);
  and and8(c[3],a[0],a[1],b[0],b[1]);
endmodule

===== flow/run.sh =====
#!/bin/bash
# OpenROAD 26Q1-2900-gdf79404cd8, Yosys 0.63+post, stock flow scripts
make -C /OpenROAD-flow-scripts/flow DESIGN_CONFIG=/design/flow/config.mk WORK_HOME=/design/flow/orfs finish

===== flow/config.mk =====
export PLATFORM = sky130hd
export DESIGN_NAME = multiplier_4
export DESIGN_NICKNAME = multiplier_4
export VERILOG_FILES = /design/flow/design.v
export SDC_FILE = /design/flow/constraint.sdc
export NUM_CORES = 4
export LEC_CHECK = 1
export CORE_AREA = 10 10 104 104
export DIE_AREA = 0 0 114 114

===== flow/constraint.sdc =====
current_design multiplier_4

set clk_period 1.0
set clk_io_pct 0.2

create_clock -name clk0 -period $clk_period [get_ports {clk}]

set non_clock_inputs [all_inputs -no_clocks]
set_input_delay [expr $clk_period * $clk_io_pct] -clock clk0 $non_clock_inputs
set_output_delay [expr $clk_period * $clk_io_pct] -clock clk0 [all_outputs]

==> impl_metrics.env <==
# yosys + openroad results
export IMPL_power_frac_comb_pct=71.1
export IMPL_first_pass_iters=2
export IMPL_tritoncts="yes"
export IMPL_wl_mm=2.811
export IMPL_use_met3_pct=1.329
export IMPL_whs_ps=103.4
export IMPL_grt_use_met2_pct=7.099
export IMPL_syn_inst=104
export IMPL_cts_buffer_depth=2
export IMPL_yosys_area_top_type_share_pct=37.74
export IMPL_fp_coreArea_um2=8678
export IMPL_antenna_left=0
export IMPL_switching_share_pct=35.81
export IMPL_hold_buffers=0
export IMPL_root_buffer="clkbuf_8"
export IMPL_end_kind="flop"
export IMPL_finalCritPeriodShare_pct=343.2
export IMPL_grt_pass1_wl_mm=4.581
export IMPL_lay_top_count="buf_4"
export IMPL_cts_sinks=19
export IMPL_switchingPower_mw=2.463
export IMPL_yosys_stat_seqShare_pct=37.74
export IMPL_max_freq_mhz=291.4
export IMPL_critPathBufInv=4
export IMPL_clock_latency_ps=260
export IMPL_sequentialPowerShare_pct=21.0
export IMPL_ys_top_cells_by_area="dfrtp_1 (38%), mux2_2 (11%), mux2_4 (9.5%)"
export IMPL_synth_avg_cell_area_um2=12.11
export IMPL_start_kind="flop"
export IMPL_n_fill_cell=930
export IMPL_maxCapViolations=0
export IMPL_worst_path_max_fanout=6
export IMPL_num_vias=900
export IMPL_cpPeakStageDelay_ps=470
export IMPL_fp_util_pct=14.52
export IMPL_area_growth_pct=50.94
export IMPL_fin_util_pct=21.91
export IMPL_warning_count=28
export IMPL_hold_path_class="input pin to async pin"
export IMPL_globalRouteMet1Util_pct=5.583
export IMPL_ys_flop_type="dfrtp_1"
export IMPL_num_antenna_cells=0
export IMPL_synthArstFlopShare_pct=100.0
export IMPL_gr_total_overflow=0
export IMPL_crit_family="adder cells"
export IMPL_internal_power_mw=4.414
export IMPL_antenna_found_initial=0
export IMPL_worstPathRequired_ps=1140
export IMPL_yosysTopAreaCell="dfrtp_1"
export IMPL_critical_path_class="flop to flop"
export IMPL_powerDensity_nw_per_um2=3616
export IMPL_setup_viol=23
export IMPL_p_total_mw=6.877
export IMPL_drc=0
export IMPL_p_clk_share_pct=7.9
export IMPL_drtIter0Drc=68
export IMPL_ys_ff=19
export IMPL_fin_worst_skew_ps=1.389
export IMPL_worst_pin_slew_ps=245.5
export IMPL_finalHoldViolCount=0
export IMPL_ys_types=33
export IMPL_std_cell_rows=34
export IMPL_die_y_um=114
export IMPL_cts_buffers=3
export IMPL_slew_headroom_pct=83.49
export IMPL_status="finished, violations left"
export IMPL_arrival_ps=3570
export IMPL_grt_usage_pct=4.328
export IMPL_wire_per_inst_um=10.98
export IMPL_grt_pass1_vias=949
export IMPL_ioPinCount=19
export IMPL_via_per_inst=3.516
export IMPL_dp_hpwl_mm=2.216
export IMPL_slowest_stage="dfrtp_2"
export IMPL_syn_cell_area_um2=1260
export IMPL_violations="negative setup slack"
export IMPL_drive_gt1_share_pct=61.49
export IMPL_edf_count=0
export IMPL_timing_final_ws_setup_ps=-2432
export IMPL_ys_cells=104
export IMPL_peakVddDrop_uv=940.0
export IMPL_die_x_um=114
export IMPL_htree_levels=1
export IMPL_fin_setup_tns_ps=-18700
export IMPL_routabilityCongestion=0.7760
export IMPL_crit_chain="or3b_4 -> a21o_1 -> o21ai_2 -> nor2_1 -> ha_2 -> inv_2 -> fa_2 -> inv_2 -> fa_2 -> fa_2 -> ha_4 -> ha_4 -> ha_4 -> buf_4 -> inv_1 -> a311oi_2 -> o32ai_2 -> a31oi_1"
export IMPL_rsz0062_at_grt="true"
export IMPL_placement_io_buffers=18
export IMPL_ys_area_um2=1260
export IMPL_grt_max_degree=12
export IMPL_p_leak_nw=0.8137
export IMPL_dieArea_um2=13000
export IMPL_finalCriticalPeriod_ps=3432
export IMPL_layout_top_cells="buf_4 (24), buf_6 (19), dfrtp_1 (17), mux2_2 (12), clkdlybuf4s50_1 (10)"
export IMPL_path_clk_slew_ps=70
export IMPL_finalMaxSlewViolations=0
export IMPL_yosysWarningCount=2
export IMPL_busiest_layer="met2"
## final timing paths
kind,slack [ps],to,cells past startpoint,startpoint
worst max-delay path,-2430,data_path.reg8.reg1.b,18,control.D_B.Q
worst min-delay path,100,control.D_C.Q,2,enable
worst max register to register,-2430,data_path.reg8.reg1.b,18,control.D_B.Q
worst min register to register,510,data_path.reg4_1.reg4.b,1,data_path.reg4_1.reg4.b
max in group asynchronous,160,data_path.reg4_1.reg3.b,5,control.D_B.Q
min in group clk0,510,data_path.reg4_1.reg4.b,1,data_path.reg4_1.reg4.b
## what timing repair did
item,in CTS,in global routing
resized,53,11
endpoints found under the setup margin,25,26
pin swaps,3,0
buffers inserted,4,8
## metrics by stage
stage,cell area (µm²),instances,setup slack (ps)
finish,1902,256,-2432
global route,1902,256,-2574
CTS,1881,255,-2433
detailed placement,1748,247,-2505
global placement,1748,247,-2463
floorplan,1329,104,-2400
## cells in the mapped netlist, types with 2 or more instances
cell / n
dfrtp_1: 19
mux2_2: 12
buf_4: 8
mux2_4: 8
nand2_1: 7
inv_1: 5
buf_6: 4
ha_1: 4
and3_1: 3
fa_1: 3
nor2_1: 3
o221ai_1: 3
a21boi_0: 2
a21o_1: 2
nor3_1: 2
o21ai_0: 2
## cell type report
| cell class | count | area (µm²) | share of cell area (%) |
|---|---|---|---|
| clock buffers | 3 | 41.29 | 2.171 |
| inverters | 5 | 18.77 | 0.9868 |
| multi-input cells | 66 | 724.4 | 38.09 |
| flip-flops and latches | 19 | 478.0 | 25.13 |
| clock inverters | 1 | 5.005 | 0.2632 |
| well taps | 108 | 135.1 | 7.105 |
| repair buffers | 54 | 499.2 | 26.25 |
## sequential cells by signal (all words and copies together), names as in the netlist
register / flops
control.D_C.Q: 1
data_path.reg4_1.reg1.b: 1
data_path.reg8.reg2.b: 1
data_path.reg8.reg7.b: 1
data_path.reg8.reg5.b: 1
data_path.reg4_1.reg3.b: 1
control.D_B.Q: 1
data_path.reg4_2.reg1.b: 1
data_path.reg4_2.reg2.b: 1
data_path.reg8.reg8.b: 1
data_path.reg8.reg1.b: 1
data_path.reg4_2.reg4.b: 1
data_path.reg4_1.reg4.b: 1
data_path.reg8.reg3.b: 1
data_path.reg4_2.reg3.b: 1
data_path.reg8.reg6.b: 1
data_path.reg8.reg4.b: 1
control.D_A.Q: 1
data_path.reg4_1.reg2.b: 1
## kinds of logic after synthesis
| kind of cell | synth area share [%] |
|---|---|
| buffers and inverters | 11.72 |
| multiplexers | 21.05 |
| flip-flops | 37.74 |
| AND-OR/OR-AND | 8.938 |
| AND/OR/NAND/NOR | 8.939 |
| adder cells (fa/ha/maj) | 8.739 |
| XOR/XNOR | 2.880 |
## worst reg2reg max path, delay by kind of cell, from the launching register on
kind | cells | cell delay, ps
DFF | 1 | 470
AOI/OAI and AO/OA | 5 | 560
buffers and inverters | 4 | 280
adders and majority gates | 7 | 1530
and+or+nand+nor | 2 | 480
## per-layer routing
layer | part of all wire [%] | vias to the layer above
li1 | - | 448
met1 | 45 | 437
met2 | 48 | 10
met3 | 4.9 | 5
met4 | 1.9 | 0
met5 | 0 | -
## power by group through the flow
stage,Sequential (mW),Combinational [mW],Clock [mW]
CTS,1.44,4.84,0.567
global route,1.49,5.39,0.611
finish,1.45,4.89,0.544
Power figures rest on the tool's default switching activity, not on a simulated workload.
